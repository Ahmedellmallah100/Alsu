`design/flow/design.v`:
```
module alsu
#(
    parameter INPUT_PRIORITY = 1,  
    parameter FULL_ADDER = 1       
)
(
    input  wire clk, rst,
    input  wire [2:0] a, b, opcode,
    input  wire cin, serial_in,
    input  wire red_op_a, red_op_b,
    input  wire bypass_a, bypass_b, direction,
    output reg [15:0] leds,
    output reg [5:0] out
);
reg [2:0] a_reg, b_reg, opcode_reg;
reg serial_in_reg, cin_reg;
reg bypass_a_reg, bypass_b_reg, direction_reg;
reg red_op_a_reg, red_op_b_reg;
wire invalid_case;
always @(posedge clk or posedge rst) begin
    if (rst) begin
         a_reg <= 0;
         b_reg <= 0; 
         opcode_reg <= 0;
         cin_reg <= 0;
         serial_in_reg <= 0;
        red_op_a_reg <= 0; 
        red_op_b_reg <= 0;
        bypass_a_reg <= 0; 
        bypass_b_reg <= 0;
        direction_reg <= 0;
    end else begin
        a_reg <= a;
        b_reg <= b; 
        opcode_reg <= opcode;
        cin_reg <= cin; 
        serial_in_reg <= serial_in;
        red_op_a_reg <= red_op_a; 
        red_op_b_reg <= red_op_b;
        bypass_a_reg <= bypass_a; 
        bypass_b_reg <= bypass_b;
        direction_reg <= direction;
    end
end
assign invalid_case = 
    (opcode_reg == 3'b110 || opcode_reg == 3'b111 ||
    ((red_op_b_reg || red_op_a_reg) && !(opcode_reg == 3'b000 || opcode_reg == 3'b001)));
always @(posedge clk) begin
    if (rst) begin
        out <= 6'b0; 
        leds <= 16'b0;
    end else if (invalid_case) begin
        leds <= ~leds;
        if (bypass_a_reg && bypass_b_reg)
            out <= (INPUT_PRIORITY ? a_reg : b_reg);
        else if (bypass_a_reg)
            out <= a_reg;
        else if (bypass_b_reg)
            out <= b_reg;
        else
            out <= 6'b0;
    end else begin
        leds <= 16'b0;
        case (opcode_reg)
            3'b000: begin  
                if (red_op_a_reg && red_op_b_reg)
                    out <= (INPUT_PRIORITY ? &a_reg : &b_reg);
                else if (red_op_a_reg)
                    out <= &a_reg;
                else if (red_op_b_reg)
                    out <= &b_reg;
                else
                    out <= a_reg & b_reg;
            end
            3'b001: begin  
                if (red_op_a_reg && red_op_b_reg)
                    out <= (INPUT_PRIORITY ? ^a_reg : ^b_reg);
                else if (red_op_a_reg)
                    out <= ^a_reg;
                else if (red_op_b_reg)
                    out <= ^b_reg;
                else
                    out <= a_reg ^ b_reg; 
            end
            3'b010: begin  
                if (FULL_ADDER)
                    out <= a_reg + b_reg + cin_reg;
                else
                    out <= a_reg + b_reg;
            end
            3'b011: out <= a_reg * b_reg;  
            3'b100: begin  
                if (direction_reg)
                    out <= {out[4:0], serial_in_reg};  
                else
                    out <= {serial_in_reg, out[5:1]};  
            end
            3'b101: begin  
                if (direction_reg)
                    out <= {out[4:0], out[5]};  
                else
                    out <= {out[0], out[5:1]};  
            end
            default: out <= 6'b0;
        endcase
    end
end
endmodule
```
`design/flow/run.sh`:
```
#!/bin/bash
# OpenROAD 26Q1-2900-gdf79404cd8, Yosys 0.63+post, stock flow scripts
make -C /OpenROAD-flow-scripts/flow DESIGN_CONFIG=/design/flow/config.mk WORK_HOME=/design/flow/orfs finish
```
`design/flow/config.mk`:
```
export PLATFORM = sky130hd
export DESIGN_NAME = alsu
export DESIGN_NICKNAME = alsu
export VERILOG_FILES = /design/flow/design.v
export SDC_FILE = /design/flow/constraint.sdc
export NUM_CORES = 4
export LEC_CHECK = 1
export CORE_UTILIZATION = 30
```
`design/flow/constraint.sdc`:
```
current_design alsu

set clk_period 3.6
set clk_io_pct 0.2

create_clock -name clk0 -period $clk_period [get_ports {clk}]

set non_clock_inputs [all_inputs -no_clocks]
set_input_delay [expr $clk_period * $clk_io_pct] -clock clk0 $non_clock_inputs
set_output_delay [expr $clk_period * $clk_io_pct] -clock clk0 [all_outputs]
```
==> results.sh <==
# source this file to load flow results
export IMPL_mi_logic_area_sq_um=748
export IMPL_drv_slew=0
export IMPL_die_area_sq_um=5780
export IMPL_io_pins=40
export IMPL_crit_chain="ha_1 > inv_1 > fa_1 > inv_1 > ha_1 > fa_1 > xor2_1 > a32oi_1 > nor2_1"
export IMPL_die_y_microns=76.1
export IMPL_hold_start="leds[7]$_SDFF_PP0_"
export IMPL_ys_area_sq_um=1650
export IMPL_final_layout_size_suffix_gt1_share_pct=7.58
export IMPL_hold_path_end="leds[7]$_SDFF_PP0_"
export IMPL_finalSetupTns_ns=0
export IMPL_netlist_area_sq_um=1650
export IMPL_grt_pass1_wl_microns=5480
export IMPL_cts_tree="done"
export IMPL_antennaDiodeCount=0
export IMPL_yosysUniqueCellTypes=36
export IMPL_whs_ns=0.414
export IMPL_floorplan_core_util_pct=31.6
export IMPL_largest_register="leds"
export IMPL_worstSetupPathType="flip-flop to flip-flop"
export IMPL_grt_pass1_vias=1133
export IMPL_clock_latency_ns=0.29
export IMPL_rr_startpoint="b_reg[1]$_DFF_PP0_"
export IMPL_routed_via_density=4.44
export IMPL_reg2reg_slack_ns=1.21
export IMPL_power_total_uw=907
export IMPL_largest_register_ffs=16
export IMPL_critPathMaxFanout=6
export IMPL_hold_violations=0
export IMPL_edf_count=0
export IMPL_worstHoldPathType="flip-flop to flip-flop"
export IMPL_warnings=25
export IMPL_post_cts_buffers=0
export IMPL_drt_iter0_drc=35
export IMPL_ys_warn_count=1
export IMPL_core_area_sq_um=5200
export IMPL_critPathSlowestCell="fa_1"
export IMPL_top_area_cell="dfxtp_1"
export IMPL_dp_hpwl_microns=2370
export IMPL_min_path_cells=1
export IMPL_grt_start_max_net_pins=20
export IMPL_synthTopCellsByArea="dfxtp_1 (27%), dfrtp_1 (24%), ha_1 (7.6%)"
export IMPL_cts_root_buffer="clkbuf_8"
export IMPL_worst_pin_slew_ns=0.623
export IMPL_numCtsBuffers=5
export IMPL_status="finished clean"
export IMPL_critPathLaunch="b_reg[1]$_DFF_PP0_"
export IMPL_p_leak_nw=0.949
export IMPL_slowest_delay_ns=0.49
export IMPL_syn_area_per_cell_sq_um=10.7
export IMPL_setup_violations=0
export IMPL_yosys_cells=154
export IMPL_vdd_drop_max_uv=176
export IMPL_synth_flops=38
export IMPL_fillerInstances=511
export IMPL_cts_max_level=2
export IMPL_drc=0
export IMPL_clkTransAtPathRegs_ns=0.08
export IMPL_rr_worst_depth=9
export IMPL_power_density_nw_per_um2=412
export IMPL_drt_total_wl_microns=3160
export IMPL_gp_congestion=0.798
export IMPL_gr_usage_all_layers_pct=11.9
export IMPL_largestRegisters="leds: 16 flops, out: 6 flops"
export IMPL_async_flop_share_pct=42.1
export IMPL_critPathRequiredTime_ns=3.78
export IMPL_finalClockSkew_ns=0.00690
export IMPL_ys_seq_share_pct=51.1
export IMPL_ff_type="dfxtp_1"
export IMPL_cts_sinks=38
export IMPL_fmax_mhz=419
export IMPL_cts_max_path_buffers=2
export IMPL_cts_resized_gates=0
export IMPL_synth_top_area_share_pct=26.8
export IMPL_overflow=0
export IMPL_rows=26
export IMPL_seq_area_sq_um=841
export IMPL_io_buffers=39
export IMPL_cp_start_kind="flip-flop"
export IMPL_fp_dieW_microns=76.1
export IMPL_syn_inst=154
export IMPL_min_period_over_period_pct=66.3
export IMPL_cts_hold_buf=0
export IMPL_end_kind="flip-flop"
export IMPL_arrival_ns=2.56
export IMPL_final_antenna_net_count=0
export IMPL_drv_cap=0
export IMPL_dr_pass1_iters=4
export IMPL_wl_per_cell_microns=11.8
export IMPL_antenna_found_initial=0
export IMPL_synthToLayoutAreaGrowth_pct=33.8
export IMPL_slew_headroom_pct=58.4
export IMPL_rsz0062_at_grt="false"
export IMPL_fin_crit_ns=2.39
export IMPL_reg2reg_to="out[4]$_SDFF_PP0_"
export IMPL_via_count=1189
## layer usage
metal / vias to the layer above / share of wire, % / GRT usage, %
met5: - / 0 / 0
met4: 0 / 1.5 / 1.92
met3: 4 / 4.6 / 2.68
met2: 32 / 42 / 16.8
met1: 537 / 52 / 19.5
li1: 616 / - / -
## where the power goes
group	switching (mW)	internal [mW]	total, mW
Clock	0.148	0.154	0.302
Sequential	0.0275	0.450	0.478
Combinational	0.0463	0.0810	0.127
Total	0.222	0.686	0.907
## cell usage in the layout, fill, tap and decap left out, drive strengths merged, types with 5 or more instances in the layout
cell and instances:
a21oi 10, clkbuf 6, clkdlybuf4s50 39, dfrtp 16, dfxtp 22, ha 10
inv 12, mux2i 7, nand2 8, nor2 23, o21ai 5
## per-stage QoR
| step | std cells | setup slack [ns] | utilization (%) | area [sq um] |
|---|---|---|---|---|
| CTS | 268 | 1.21 | 42.3 | 2200 |
| floorplan | 154 | 1.37 | - | 1650 |
| finish | 268 | 1.21 | 42.3 | 2200 |
| global placement | 260 | 1.21 | 40.5 | 2110 |
| global route | 268 | 1.07 | 42.3 | 2200 |
| detailed placement | 260 | 1.17 | 40.5 | 2110 |
## cell type report
class                           instances  share of cell area (%)
Clock buffer                            6                    3.75
Tap cell                               70                    3.98
Clock inverter                          2                   0.511
Multi-Input combinational cell        102                    34.0
Sequential cell                        38                    38.2
Inverter                               11                    1.88
Timing Repair Buffer                   39                    17.7
## synthesized netlist by cell type, types with 4 or more instances
cell type / number
nor2_1: 23
dfxtp_1: 22
dfrtp_1: 16
inv_1: 11
a21oi_1: 10
ha_1: 10
mux2i_1: 7
nand2_1: 7
and2_1: 4
fa_1: 4
## worst max path at each step
stage                   end  slack, ns  cells past startpoint
6_report  out[4]$_SDFF_PP0_       1.21                      9
4_1_cts   out[4]$_SDFF_PP0_       1.21                      9
5_1_grt   out[4]$_SDFF_PP0_       1.07                      9
## logic make-up (layout without fill, tap and decap cells)
group                      Yosys count  count (layout)  share of synthesized area, %
muxes                               10              10                          6.31
and+or+nand+nor                     44              44                          12.8
adders and majority gates           14              14                          12.5
AOI/OAI and AO/OA                   30              30                          11.8
buffers and inverters               14              58                          3.42
xor gates and xnor gates             4               4                          2.13
DFF                                 38              38                          51.1
## critical path, delay by kind of cell (launching register included)
family | cells | cell delay (ns)
buffers and inverters | 2 | 0.10
AND/OR/NAND/NOR | 1 | 0.06
flip-flops | 1 | 0.45
XOR/XNOR | 1 | 0.17
adder cells (fa/ha/maj) | 4 | 1.30
AND-OR/OR-AND | 1 | 0.19
Power figures rest on the tool's default switching activity, not on a simulated workload.
